===== flow/design.v =====
module fsm (
    input wire clk,
    input wire data_in,
    input wire reset,
    output reg [3:0] student_id,
    output reg [3:0] current_state
);
typedef enum reg [3:0] {s0 = 4'b0000, s1 = 4'b0001, s2 = 4'b0010, 
                        s3 = 4'b0011, s4 = 4'b0100, s5 = 4'b0101,
                        s6 = 4'b0110, s7 = 4'b0111, s8 = 4'b1000} state_type;
reg [3:0] yfsm;   
always @(posedge clk or negedge reset) begin
    if (!reset) begin
        yfsm <= s0;   
    end else begin
        case (yfsm)
            s0: yfsm <= (data_in == 1'b1) ? s1 : s0;
            s1: yfsm <= (data_in == 1'b1) ? s2 : s1;
            s2: yfsm <= (data_in == 1'b1) ? s3 : s2;
            s3: yfsm <= (data_in == 1'b1) ? s4 : s3;
            s4: yfsm <= (data_in == 1'b1) ? s5 : s4;
            s5: yfsm <= (data_in == 1'b1) ? s6 : s5;
            s6: yfsm <= (data_in == 1'b1) ? s7 : s6;
            s7: yfsm <= (data_in == 1'b1) ? s8 : s7;
            s8: yfsm <= (data_in == 1'b1) ? s0 : s8;
            default: yfsm <= s0;   
        endcase
    end
end
always @(*) begin
    case (yfsm)
        s0: begin
            student_id = 4'b0101;
            current_state = 4'b0000;
        end
        s1: begin
            student_id = 4'b0000;
            current_state = 4'b0001;
        end
        s2: begin
            student_id = 4'b0001;
            current_state = 4'b0010;
        end
        s3: begin
            student_id = 4'b0001;
            current_state = 4'b0011;
        end
        s4: begin
            student_id = 4'b0101;
            current_state = 4'b0100;
        end
        s5: begin
            student_id = 4'b0010;
            current_state = 4'b0101;
        end
        s6: begin
            student_id = 4'b0000;
            current_state = 4'b0110;
        end
        s7: begin
            student_id = 4'b0100;
            current_state = 4'b0111;
        end
        s8: begin
            student_id = 4'b1000;
            current_state = 4'b1000;
        end
        default: begin
            student_id = 4'b0000;
            current_state = 4'b0000;
        end
    endcase
end
endmodule

===== flow/run.sh =====
#!/bin/bash
# OpenROAD 26Q1-2900-gdf79404cd8, Yosys 0.63+post, stock flow scripts
make -C /OpenROAD-flow-scripts/flow DESIGN_CONFIG=/design/flow/config.mk WORK_HOME=/design/flow/orfs finish

===== flow/config.mk =====
export PLATFORM = sky130hd
export DESIGN_NAME = fsm
export DESIGN_NICKNAME = fsm
export VERILOG_FILES = /design/flow/design.v
export SDC_FILE = /design/flow/constraint.sdc
export NUM_CORES = 4
export LEC_CHECK = 1
export CORE_AREA = 10 10 70 70
export DIE_AREA = 0 0 80 80

===== flow/constraint.sdc =====
current_design fsm

set clk_period 1.5
set clk_io_pct 0.2

create_clock -name clk0 -period $clk_period [get_ports {clk}]

set non_clock_inputs [all_inputs -no_clocks]
set_input_delay [expr $clk_period * $clk_io_pct] -clock clk0 $non_clock_inputs
set_output_delay [expr $clk_period * $clk_io_pct] -clock clk0 [all_outputs]

==> results.yml <==
# synthesis and place-and-route metrics
outcome:
  outcome: "complete, but fails checks"
  violations: "negative setup slack"
worst_setup_path:
  r2r-end: "yfsm[0]"
  crit_path_top_delay_cell: "dfrtp_1"
  rr_worst_depth: 6
  cp_data_required_time_ns: 1.20
  startpoint_type: "register"
  worstReg2RegStart: "yfsm[1]"
  worst-path-buf-inv: 2
  endpoint_kind: "output pin"
  path_delay_family: "flip-flops"
  critPathMaxStageDelay_ns: 0.40
  path_cells: "inv_2, ha_4, a211oi_2, buf_2"
  path_max_fanout: 2
  critPathKind: "reg2out"
  cp.arrival_ns: 1.25
  reg2reg_slack_ns: 0.19
power:
  intPower_mw: 0.780
  power.leakage_nw: 0.318
  p_seq_frac: 0.153
  power.density_mw_per_mm2: 1820
  p_comb_frac: 0.736
  p_sw_frac: 0.370
  switching_power_mw: 0.457
  clkPwrFrac: 0.111
  vdd_drop_max_mv: 0.708
route:
  vias: 379
  ant_nets: 0
  antennaDiodeCount: 0
  drtPass1Iterations: 1
  via_per_inst: 3.38
  avgRoutedWirePerCell_um: 10.1
  drc: 0
  drt-initial-drc-count: 0
  wl_mm: 1.13
clock_tree:
  numClockSinks: 4
  clock.latency.late_pin_ns: 0.24
  clockBufferDepth: 2
  clkTransAtPathRegs_ns: 0.04
  h-tree-depth: 1
  cts_root_buf: "clkbuf_4"
  ctsHoldBuffers: 0
  cts_tree: "built"
  cts_made_buffers: 3
synth:
  async_flop_share: 1.00
  edf_count: 0
  synth_area_per_cell_sq_um: 9.10
  ys_area_sq_um: 337
  yosysUniqueCellTypes: 18
  ys_cells: 37
  synth_cells: 37
  seq_area_frac_synth: 0.297
  ys_warn_count: 1
  syn_area_sq_um: 337
  synthFlopType: "dfrtp_1"
  ys_ff: 4
sta:
  rsz0062_at_grt: "yes"
  setup_tns_ns: -0.0734
  tightest_slew_ns: 0.283
  hold_slack_ns: 0.265
  finalSetupViolations: 2
  period_minus_slack_ns: 1.55
  max_slew_margin: 0.810
  hold_viol: 0
  fmax_mhz: 645
  timing.final.crit_share: 1.03
  setup_ws_ns: -0.0500
  maxSlewViolCount: 0
  skew_ns: 0.00334
hold_path:
  hp-class: "in2async"
run:
  max_cap_violations: 0
  warning_count: 30
layout:
  syn_to_final_growth_pct: 101
  regMostFlops: "yfsm"
  fin_util: 0.199
  layout_top_cells: "buf_4 (14), buf_6 (7), buf_2 (5)"
  drive_above_1_share: 0.712
  reg_top3: "yfsm (4)"
  largest_reg_flops: 4
  mostFrequentLayoutCell: "buf_4"
floorplanning:
  ios: 11
  coreArea_sq_mm: 0.00342
  std_cell_rows: 21
  die_y_um: 80
  fp_util: 0.0985
  chipWidth_um: 80
  dieArea_sq_mm: 0.00640
placement:
  place_hpwl_um: 730
  gp_routability_congestion: 0.780
  portBuffers: 10
global_route:
  grt_pass1_vias: 375
  grt_use_total: 0.0355
  grt_max_degree: 7
  grt_pass1_wl_mm: 1.84
  antenna_found_initial: 0
  gr-total-overflow: 0
==> cells by family (layout without fill, tap and decap cells) <==
| group | Yosys count | count (layout) | synth area share |
|---|---|---|---|
| and+or+nand+nor | 12 | 12 | 0.186 |
| buffers and inverters | 9 | 38 | 0.156 |
| AOI/OAI and AO/OA | 6 | 6 | 0.156 |
| adders and majority gates | 4 | 4 | 0.149 |
| DFF | 4 | 4 | 0.297 |
| xor gates and xnor gates | 1 | 1 | 0.0260 |
| muxes | 1 | 1 | 0.0297 |
==> power by group through the flow <==
| stage | Sequential (mW) | Combinational, mW | Clock [mW] |
|---|---|---|---|
| 4_1_cts | 0.187 | 0.852 | 0.142 |
| 5_1_grt | 0.192 | 1.01 | 0.145 |
| 6_report | 0.189 | 0.910 | 0.137 |
==> synthesized netlist by cell type, types with 2 or more instances <==
cell | n | share of area
nand2_1 | 2 | 0.022
nor3_1 | 2 | 0.030
nor2_1 | 5 | 0.056
buf_4 | 3 | 0.067
ha_1 | 4 | 0.15
dfrtp_1 | 4 | 0.30
inv_1 | 4 | 0.045
a211oi_1 | 3 | 0.067
==> final cells by class <==
| type | count | area [sq um] |
|---|---|---|
| Clock buffer | 3 | 22.5 |
| Multi-Input combinational cell | 24 | 239 |
| Sequential cell | 4 | 101 |
| Timing Repair Buffer | 30 | 239 |
| Tap cell | 46 | 57.6 |
| Fill cell | 381 | 2740 |
| Inverter | 5 | 18.8 |
==> how the worst max path moves through the flow <==
stage	from	cells past startpoint	slack, ns	end
finish	yfsm[1]	4	-0.05	student_id[2]
global route	yfsm[0]	6	-0.09	student_id[2]
CTS	yfsm[0]	4	-0.07	student_id[0]
==> per-layer routing <==
metal,vias to the layer above,GRT usage,share of wire
met2,12,0.0474,0.42
li1,182,-,-
met3,6,0.0148,0.078
met1,179,0.0488,0.47
met5,-,0,0
met4,0,0.0141,0.032
==> worst reg2reg max path: stages, from the launching register on <==
cell and delay, ns:
dfrtp_1 0.37, inv_2 0.07, buf_6 0.12, ha_4 0.15, buf_4 0.13, nor3_1 0.24, a211oi_1 0.08
==> through the flow <==
step	worst slack, ns	instances	cell area, sq um	power, mW
detailed placement	-0.238	100	543	0.869
global placement	-0.261	100	543	0.868
global route	-0.0905	112	678	1.35
CTS	-0.0673	109	647	1.18
floorplan	0.279	37	337	0.496
finish	-0.0500	112	678	1.24
==> repair_timing <==
action                                  4_1_cts  5_1_grt
resized                                      36       11
pin swaps                                     5        2
buffers inserted                              6        3
endpoints found under the setup margin        8        3
No activity file was given, so power comes from the tool's default toggle rates.
