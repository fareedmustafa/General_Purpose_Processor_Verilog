`./config.mk`:
```
export PLATFORM = sky130hd
export DESIGN_NAME = ALU
export DESIGN_NICKNAME = ALU
export VERILOG_FILES = /design/flow/design.v
export SDC_FILE = /design/flow/constraint.sdc
export NUM_CORES = 4
export LEC_CHECK = 1
export CORE_UTILIZATION = 30
```
`./constraint.sdc`:
```
current_design ALU

set clk_period 4.5
set clk_io_pct 0.2

create_clock -name clk0 -period $clk_period [get_ports {Clk}]

set non_clock_inputs [all_inputs -no_clocks]
set_input_delay [expr $clk_period * $clk_io_pct] -clock clk0 $non_clock_inputs
set_output_delay [expr $clk_period * $clk_io_pct] -clock clk0 [all_outputs]
```
`./design.v`:
```
module ALU (
    input wire Clk,
    input wire [7:0] A, B,              
    input wire [3:0] student_id,        
    input wire [15:0] OP,               
    output reg Neg,                     
    output reg [3:0] R1, R2             
);
reg [7:0] Reg1, Reg2, Result;          
always @(*) begin
    Reg1 = A;
    Reg2 = B;
end
always @(posedge Clk) begin
    case (OP)
        16'b0000000000000001: Result = Reg1 + Reg2;                
        16'b0000000000000010: begin                                
            if (Reg2 > Reg1) begin
                Result = Reg1 + (~Reg2 + 1);                       
                Neg = 1'b1;
            end else begin
                Result = Reg1 - Reg2;
                Neg = 1'b0;
            end
        end
        16'b0000000000000100: begin                                
            Result = ~Reg1;
            Neg = 1'b0;
        end
        16'b0000000000001000: begin                                
            Result = ~(Reg1 & Reg2);
            Neg = 1'b0;
        end
        16'b0000000000010000: begin                                
            Result = ~(Reg1 | Reg2);
            Neg = 1'b0;
        end
        16'b0000000000100000: begin                                
            Result = Reg1 & Reg2;
            Neg = 1'b0;
        end
        16'b0000000001000000: begin                                
            Result = Reg1 | Reg2;
            Neg = 1'b0;
        end
        16'b0000000010000000: begin                                
            Result = Reg1 ^ Reg2;
            Neg = 1'b0;
        end
        16'b0000000100000000: begin                                
            Result = ~(Reg1 ^ Reg2);
            Neg = 1'b0;
        end
        default: Result = 8'b00000000;                             
    endcase
end
always @(*) begin
    R1 = Result[3:0];     
    R2 = Result[7:4];     
end
endmodule
```
`./run.sh`:
```
#!/bin/bash
# OpenROAD 26Q1-2900-gdf79404cd8, Yosys 0.63+post, stock flow scripts
make -C /OpenROAD-flow-scripts/flow DESIGN_CONFIG=/design/flow/config.mk WORK_HOME=/design/flow/orfs finish
```
==> results.txt <==
Implementation run completed; key figures follow.

Cells and area:
- The run gives the area overhead of the layout relative to synthesis as 33.3%.
- Fill cells in the final layout number approximately 560.
- The run gives the share of layout cells above drive strength 1 as 4.71%.
- The run gives the end-of-flow core utilization as 41.8%.
- The run gives the final standard cell count with taps included and fillers excluded as 325.

Worst hold path:
- Looking at the hold checks, the worst path lands on Result[6].
- The min-delay analysis places its worst path in the category in -> reg.
- The run gives the number of instances on the worst hold path as 2.
- The run gives the start point of the worst min-delay path as A[6].

GRT:
- The run puts the global-route total usage across every layer at 17.2%.
- The run puts the initial antenna violation count at 0.
- The run gives the overflow left after global routing as 0.
- The run gives the first-pass GRT wire length as 7310 µm.
- The run puts the via count of the first global-routing pass at ~1.4k.
- The run puts the pin count of the biggest net entering global routing at 11.

Final timing:
- The run puts the final critical path time including I/O delays and setup at 3.55 ns.
- The run puts the final worst-path cycle share at 78.8%.
- The run gives the sum of negative setup slack as 0 ns.
- Checking max transition, the worst relative margin is 49.2%.
- The run gives the number of failing setup endpoints in the final timing report as 0.
- At the pin with the least slew margin, the transition time is 0.760 ns.
- The run puts the hold violation total from the final report at 0.
- Setup repair after global routing left no endpoint under its margin.
- The run puts the tightest hold margin at 1.43 ns.
- The run gives the highest clock frequency the design can meet as approximately 0.28 GHz.
- The final timing report lists a max-slew violation count of 0.

Synthesis:
- Ranked by total cell area, the synthesized netlist is headed by sky130_fd_sc_hd__ha_1 19%, sky130_fd_sc_hd__dfxtp_1 9.9%, sky130_fd_sc_hd__inv_1 5.8%.
- By count the netlist is led by 25 x sky130_fd_sc_hd__ha_1, 25 x sky130_fd_sc_hd__inv_1, 24 x sky130_fd_sc_hd__nand2_1.
- The run gives the prevailing post-synth register cell as sky130_fd_sc_hd__dfxtp_1.
- The warning tally printed by Yosys for this design is 1.
- The run puts the number of synthesized flops with an enable pin at 1.
- The run puts the yosys cell count at approximately 210.
- The run gives the instance count of the mapped netlist as 213.
- The run puts the number of synthesized register bits at 9.
- The share of synthesized area in the top cell type comes to 19.4%.
- The run gives the post-synthesis async set-or-reset flop share as 0%.
- The run puts the mean area per synthesized cell at about 7.6 µm².
- The run gives the post-synth design cell area as 1610 µm².
- The run puts the post-synthesis sequential area ratio at 11.8%.
- The biggest area contributor in the post-synthesis netlist is sky130_fd_sc_hd__ha_1.
- The run puts the unique cell type count in the Yosys netlist at 55.
- For this run, the chip area from Yosys synthesis comes to about 1600 µm².

Die:
- According to the floorplan log, the row count is 26.
- In this run the vertical extent of the chip is 75.3 µm.
- The run gives the overall die area as between 5000 and 6000 µm².
- The run puts the core utilization at floorplan at 31.4%.
- The run gives the I/O pin total as roughly 46.
- The run puts the die width at 75.3 µm.
- According to the floorplan report, the placeable core area is 5140 µm².

Detailed routing:
- The run gives the wire length reported by the detailed router as about 4600 µm.
- The run puts the via total after detailed routing at approximately 1.7k.
- The run gives the post-detailed-route wirelength per cell as 14.1 µm.
- The run gives the via density per instance as 5.22.
- The run puts the violation count after the first detailed-routing iteration at 153.
- The run gives the number of remaining DRC errors as 0.
- In the routed netlist, the antenna diode instances number 0.
- The detail route stage leaves a number of antenna-violating nets equal to 0.
- The run puts the number of detailed-routing iterations run before antenna repair at 4.

Place:
- The run gives the number of placed cells counting well taps as around 320.
- The run puts the detailed-placement wirelength estimate at between 3000 and 4000 µm.
- The run puts the number of buffers inserted by port buffering at 41.
- The run gives the global placer's final weighted congestion as 0.955.

Clock network:
- The run puts the deepest level of the CTS H-tree at 1.
- The run puts the number of hold-repair buffers added at the cts stage at 0.
- The run puts the clock sink count at 9.
- Post-CTS repair changed the size of 0 cells.
- Per the CTS log, the root buffer master is sky130_fd_sc_hd__clkbuf_8.
- The run puts the clock buffer count from CTS at 3.
- TritonCTS built the clock tree.
- The run puts the largest buffer count on any clock path at 2.
- The run gives the number of buffers added for setup after CTS as 0.
- The run puts the clock-pin slew of the registers on the worst-case setup and hold paths at roughly 0.04 ns.

Worst setup path:
- The run puts the signal arrival time at the worst endpoint at 3.63 ns.
- Looking at the setup timing report, the critical path kind is in -> reg.
- The run gives the sort of element at the end of the critical path as a register.
- Walking the worst path, the cells encountered are clkdlybuf4s50_1, inv_1, ha_1, inv_1, fa_1, nor3b_1, a211oi_1, o31ai_1, a221o_1, mux2i_1, o2111ai_1.
- The run gives the required time reported for the critical path endpoint as 4.58 ns.
- Looking at the critical path, the single cell with the biggest stage delay is sky130_fd_sc_hd__a211oi_1.
- The run gives the kind of start point of the critical path as an input port.
- The run puts the highest fanout seen on the critical path at 5.
- The run puts the delay of the slowest cell on the worst path at 0.54 ns.
- Among the stages of the critical path, the cell type that occurs most often is sky130_fd_sc_hd__inv_1.

Pwr:
- Dividing total power by cell area gives a power density of 147 nW/µm².
- The analysis attributes to cell leakage a power of 0.890 nW.
- Total power for the finished layout comes to 0.316 mW.
- The run puts the largest voltage drop on the vdd net at 0.0913 mV.

Run status:
- The run finished with clean final reports.

Job:
- The run gives the number of max-capacitance violations reported as 0.
- The run puts the number of logged tool warnings at 46.
[report_power, final]
| group | leakage, nW | internal (mW) | total (mW) | switching, mW |
|---|---|---|---|---|
| logic | 0.792 | 0.0707 | 0.142 | 0.0716 |
| clock network | 0.0228 | 0.0613 | 0.0882 | 0.0269 |
| registers | 0.0752 | 0.0852 | 0.0859 | 0.000672 |
[layout by cell type, fill, tap and decap left out, drive strengths merged, types with 3 or more instances in the layout]
cell	count
a211oi	4
a21oi	11
a221oi	3
clkbuf	4
clkdlybuf4s50	41
dfxtp	8
ha	25
inv	25
mux2i	3
nand2	24
nand2b	4
nand3b	3
nand4	3
nor2	11
nor3	7
nor3b	5
nor4	3
o2111ai	4
o211ai	4
o21ai	15
o22ai	3
o31ai	3
xnor2	3
[area by class of cell]
class	count	area, µm²	share of cell area, %
Clock buffer	4	45.0	2.10
Inverter	25	93.8	4.37
Multi-Input combinational cell	174	1310	60.8
Sequential cell	9	190	8.85
Tap cell	70	87.6	4.08
Timing Repair Buffer	43	425	19.8
[sequential cells by signal, indices dropped and copies added, names as in the netlist]
register / flops
Neg: 1
Result: 8
[logic make-up after synthesis]
group                    count (synthesis)  share of synthesized area (%)
XOR/XNOR                                 4                           2.17
AND-OR/OR-AND                           67                           28.6
multiplexers                             3                           1.86
AND/OR/NAND/NOR                         73                           26.6
buffers and inverters                   30                           7.14
adder cells (fa/ha/maj)                 27                           21.9
flip-flops                               9                           11.8
[how the worst max path moves through the flow]
stage,startpoint,depth (start not counted),endpoint
after CTS,A[0],11,Result[6]
after global routing,A[0],11,Result[6]
final,A[0],11,Result[6]
[per-stage QoR]
stage | worst slack (ns) | area [µm²]
after floorplan | 1.64 | 1610
after global placement | 0.778 | 2100
after detailed placement | 0.767 | 2100
after CTS | 0.993 | 2150
after global routing | 0.724 | 2150
final | 0.954 | 2150
[worst max-delay path: cells and delay by family]
family                     cells  cell delay [ns]
muxes                          1             0.15
AOI/OAI and AO/OA              4             1.24
adders and majority gates      2             0.56
buffers and inverters          3             0.62
and+or+nand+nor                1             0.16
[routing by layer]
layer / track usage, % / wire length [µm]
met5: 0 / 0
met3: 0.938 / 266
met2: 26.1 / 2060
met1: 27.6 / 2240
met4: 2.47 / 9
Power is estimated from default activity; no workload was simulated.
