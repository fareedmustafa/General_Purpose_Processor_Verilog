`flow/config.mk`:
```
export PLATFORM = sky130hd
export DESIGN_NAME = hexasseg
export DESIGN_NICKNAME = hexasseg
export VERILOG_FILES = /design/flow/design.v
export SDC_FILE = /design/flow/constraint.sdc
export NUM_CORES = 4
export LEC_CHECK = 1
export CORE_AREA = 10 10 70 70
export DIE_AREA = 0 0 80 80
```
`flow/constraint.sdc`:
```
current_design hexasseg

set clk_period 1.7
set clk_io_pct 0.2

create_clock -name clk0 -period $clk_period

set non_clock_inputs [all_inputs -no_clocks]
set_input_delay [expr $clk_period * $clk_io_pct] -clock clk0 $non_clock_inputs
set_output_delay [expr $clk_period * $clk_io_pct] -clock clk0 [all_outputs]
```
`flow/design.v`:
```
module hexasseg (
    input wire [3:0] bcd,            
    input wire neg,                  
    output reg [6:0] leds,           
    output reg [6:0] negative        
);
always @(*) begin
    case (bcd)                        
        4'b0000: leds = 7'b0000001;   
        4'b0001: leds = 7'b1001111;   
        4'b0010: leds = 7'b0010010;   
        4'b0011: leds = 7'b0000110;   
        4'b0100: leds = 7'b1001100;   
        4'b0101: leds = 7'b0100100;   
        4'b0110: leds = 7'b0100000;   
        4'b0111: leds = 7'b0001111;   
        4'b1000: leds = 7'b0000000;   
        4'b1001: leds = 7'b0000100;   
        4'b1010: leds = 7'b0001000;   
        4'b1011: leds = 7'b1100000;   
        4'b1100: leds = 7'b0110001;   
        4'b1101: leds = 7'b1000010;   
        4'b1110: leds = 7'b0110000;   
        4'b1111: leds = 7'b0111000;   
        default: leds = 7'b0110000;   
    endcase
    if (neg == 1'b0) begin
        negative = 7'b1111111;   
    end else begin
        negative = 7'b1111110;   
    end
end
endmodule
```
`flow/run.sh`:
```
#!/bin/bash
# OpenROAD 26Q1-2900-gdf79404cd8, Yosys 0.63+post, stock flow scripts
make -C /OpenROAD-flow-scripts/flow DESIGN_CONFIG=/design/flow/config.mk WORK_HOME=/design/flow/orfs finish
```
==> impl_metrics.prom <==
# HELP chip_impl_metric Yosys and OpenROAD flow results
# TYPE chip_impl_metric gauge
chip_impl_metric{name="netlist.area_leader.share",unit="%"} 27.2
chip_impl_metric{name="drv_slew",unit=""} 0
chip_impl_info{name="most_common_cell_after_layout_fill_and_taps_aside",value="buf_4"} 1
chip_impl_metric{name="ant_nets",unit=""} 0
chip_impl_metric{name="yosysUniqueCellTypes",unit=""} 15
chip_impl_metric{name="grtUsageMet1",unit="%"} 3.17
chip_impl_metric{name="grt_first_pass_wirelength",unit="mm"} 1.50
chip_impl_info{name="worst_setup_path_end_kind",value="primary output"} 1
chip_impl_metric{name="final-hold-violation-count",unit=""} 0
chip_impl_metric{name="drive_above_1_share",unit="%"} 43.1
chip_impl_metric{name="syn_avg_cell_area",unit="sq um"} 7.84
chip_impl_metric{name="place.port_buffers",unit=""} 13
chip_impl_metric{name="drt_pre_antenna_iters",unit=""} 4
chip_impl_metric{name="p_total",unit="mW"} 0.130
chip_impl_info{name="synth.largest_area_cell",value="ha_1"} 1
chip_impl_metric{name="io_pins",unit=""} 19
chip_impl_metric{name="first_global_vias",unit=""} 358
chip_impl_metric{name="antenna_cells_inserted",unit=""} 0
chip_impl_info{name="most-common-layout-cells",value="8 x buf_4, 6 x mux2i_1, 6 x conb_1, 6 x buf_6, 5 x nor2_1"} 1
chip_impl_metric{name="die_h",unit="um"} 80
chip_impl_metric{name="groute.usage.overall",unit="%"} 2.70
chip_impl_metric{name="crit_fanout",unit=""} 5
chip_impl_metric{name="final_weighted_congestion_of_routability_driven_global_placement",unit=""} 0.780
chip_impl_metric{name="layout.cells.non_filler",unit=""} 111
chip_impl_metric{name="grt_max_degree",unit=""} 7
chip_impl_info{name="setup.worst_path.class",value="in2out"} 1
chip_impl_metric{name="chip_area",unit="sq mm"} 0.00640
chip_impl_metric{name="place_hpwl",unit="um"} 759
chip_impl_metric{name="antenna_found_initial",unit=""} 0
chip_impl_metric{name="tool_warnings",unit=""} 38
chip_impl_info{name="top_cells_by_area",value="ha_1 27%, mux2i_1 19%, buf_4 14%"} 1
chip_impl_metric{name="final_hold_slack",unit="ns"} 1.13
chip_impl_metric{name="setup_violation_total_in_the_final_timing_report",unit=""} 0
chip_impl_info{name="run_status",value="finished clean"} 1
chip_impl_metric{name="timing.critical_path.required",unit="ns"} 1.36
chip_impl_metric{name="yosys_area",unit="sq um"} 322
chip_impl_metric{name="synthesis.instances",unit=""} 41
chip_impl_metric{name="cellPowerDensity",unit="mW/mm^2"} 206
chip_impl_info{name="critical_path.slowest_cell",value="mux4_2"} 1
chip_impl_metric{name="fillers",unit=""} 384
chip_impl_metric{name="drt-total-wl",unit="um"} 970
chip_impl_metric{name="seq_area_frac_synth",unit="%"} 0
chip_impl_metric{name="vias",unit=""} 338
chip_impl_metric{name="dp.cells",unit=""} 106
chip_impl_metric{name="drv_cap",unit=""} 0
chip_impl_info{name="worst_setup_path_startpoint",value="bcd[1]"} 1
chip_impl_metric{name="timing.fmax",unit="GHz"} 0.603
chip_impl_metric{name="num_rows",unit=""} 21
chip_impl_metric{name="worstPathBufferInverterCount",unit=""} 3
chip_impl_metric{name="mi_logic_area",unit="sq um"} 313
chip_impl_metric{name="area.growth.synth_to_final",unit="%"} 96.1
chip_impl_metric{name="ir_worst_vdd",unit="mV"} 0.0413
chip_impl_metric{name="cpPeakStageDelay",unit="ns"} 0.44
chip_impl_metric{name="yosys_warnings",unit=""} 1
chip_impl_metric{name="drc_errors",unit=""} 0
chip_impl_metric{name="final_min_period_over_clock_period",unit="%"} 97.5
chip_impl_metric{name="grt_use_met2",unit="%"} 5.06
chip_impl_metric{name="data_arrival_time_of_the_critical_path",unit="ns"} 1.32
chip_impl_info{name="min_path_type",value="in2out"} 1
chip_impl_metric{name="seq_area",unit="sq um"} 0
chip_impl_metric{name="overflow",unit=""} 0
chip_impl_info{name="min-delay-start",value="bcd[1]"} 1
chip_impl_metric{name="fin_crit",unit="ns"} 1.66
chip_impl_info{name="busiest_layer",value="met2"} 1
chip_impl_metric{name="grt_use_met3",unit="%"} 0.682
chip_impl_metric{name="layout.sequential_cells",unit=""} 0
chip_impl_metric{name="design.core.area",unit="sq mm"} 0.00342
chip_impl_metric{name="netlist_area",unit="sq um"} 322
chip_impl_metric{name="vias_per_cell",unit=""} 3.05
chip_impl_info{name="path_delay_family",value="multiplexers"} 1
chip_impl_metric{name="detail_route.iter0.violations",unit=""} 30
chip_impl_metric{name="yosys_cells",unit=""} 41
chip_impl_metric{name="floorplan.initialDensity",unit="%"} 9.41
chip_impl_info{name="worst_setup_path_start_kind",value="primary input"} 1
chip_impl_info{name="rsz_0062_raised_after_global_routing",value="false"} 1
chip_impl_metric{name="drt-wirelength-per-cell",unit="um"} 8.74
chip_impl_info{name="crit_path_cell_trace",value="buf_8 -> buf_6 -> ha_2 -> mux4_2 -> buf_2"} 1
chip_impl_metric{name="static-leakage-power",unit="nW"} 0.301
chip_impl_metric{name="die-width",unit="um"} 80
chip_impl_metric{name="clock_buffer_count",unit=""} 0
==> area by class of cell <==
type | instances | area share, %
multi-input cells | 34 | 49.6
repair buffers | 27 | 37.7
well taps | 46 | 9.13
inverters | 4 | 3.57
==> layer usage <==
| layer | vias to the layer above | wire (um) |
|---|---|---|
| met5 | - | 0 |
| met4 | 0 | 0 |
| met3 | 0 | 85 |
| met2 | 10 | 475 |
| met1 | 155 | 409 |
| li1 | 173 | - |
==> path summary, 6_finish.rpt <==
check | end | slack, ns | cells past startpoint
min | leds[5] | 1.13 | 4
max | leds[3] | 0.04 | 5
==> where the power goes <==
group	internal, mW	switching [mW]	total, mW
Sequential	0	0	0
Combinational	0.0790	0.0506	0.130
Clock	0	0	0
==> worst min-delay path, delay by kind of cell <==
family	cells	cell delay (ns)
buffers and inverters	3	0.28
AOI/OAI and AO/OA	1	0.16
==> timing repair <==
action / CTS / global route
hold buffers: 0 / 0
resized: 36 / 11
pin swaps: 3 / 2
setup endpoints to repair: 7 / 4
cloned: 2 / 0
buffers inserted: 3 / 0
==> through the flow <==
| stage | setup slack [ns] | utilization (%) | area, sq um | setup TNS, ns |
|---|---|---|---|---|
| 5_1_grt | 0.00246 | 18.5 | 631 | 0 |
| 6_report | 0.0426 | 18.5 | 631 | 0 |
| 3_3_place_gp | -0.732 | 15.7 | 536 | -4.16 |
| 2_1_floorplan | 0.250 | - | 340 | 0 |
| 3_5_place_dp | -0.766 | 15.7 | 536 | -4.31 |
| 4_1_cts | 0.0187 | 17.4 | 594 | 0 |
==> Yosys cell counts <==
library cell / n
a21oi_1: 2
a32o_1: 1
nor2_1: 5
nand2b_1: 2
buf_6: 1
mux2i_1: 6
nand2_1: 1
mux4_2: 1
o21ai_1: 2
conb_1: 1
inv_1: 4
ha_1: 7
o211ai_1: 1
buf_4: 6
clkbuf_1: 1
==> cells by family after synthesis <==
logic type	count (synthesis)	share of synthesized area [%]
AND-OR/OR-AND	6	11.7
adder cells (fa/ha/maj)	7	27.2
multiplexers	7	25.7
AND/OR/NAND/NOR	8	10.9
buffers and inverters	12	23.3
other	1	1.17
Power and IR drop assume default switching activity.
